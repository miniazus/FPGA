## flow/constraint.sdc

```tcl
current_design CalcBitGrowth

set clk_period 3.1
set clk_io_pct 0.2

create_clock -name clk0 -period $clk_period [get_ports {i_clk}]

set non_clock_inputs [all_inputs -no_clocks]
set_input_delay [expr $clk_period * $clk_io_pct] -clock clk0 $non_clock_inputs
set_output_delay [expr $clk_period * $clk_io_pct] -clock clk0 [all_outputs]
```

## flow/run.sh

```bash
#!/bin/bash
# OpenROAD 26Q1-2900-gdf79404cd8, Yosys 0.63+post, stock flow scripts
make -C /OpenROAD-flow-scripts/flow DESIGN_CONFIG=/design/flow/config.mk WORK_HOME=/design/flow/orfs finish
```

## flow/design.v

```verilog
module CalcBitGrowth #(
    parameter int NUM_INPUT = 8,
    parameter int ORI_WIDTH = 16
)(
    input  logic i_clk, i_rst_n,
    input  logic [NUM_INPUT-1:0] i_input_enable,
    output logic [7:0]           o_width
);
    logic [$clog2(NUM_INPUT+1)-1:0] counted_ones;
    logic [$clog2(NUM_INPUT+1)-1:0] num_add_bit;
    always_ff @ (posedge i_clk) begin
        if (i_rst_n == 0) begin
            counted_ones <= '0;
        end
        else begin
            counted_ones <= $countones(i_input_enable);
        end
    end
    always_comb begin
        num_add_bit = 0;  
        for (int i = 0; i < $clog2(NUM_INPUT); i++) begin
            if (counted_ones > (1 << i)) begin
                num_add_bit = i + 1;
            end
        end
        o_width = num_add_bit + ORI_WIDTH;
    end
endmodule
```

## flow/config.mk

```make
export PLATFORM = sky130hd
export DESIGN_NAME = CalcBitGrowth
export DESIGN_NICKNAME = CalcBitGrowth
export VERILOG_FILES = /design/flow/design.v
export SDC_FILE = /design/flow/constraint.sdc
export NUM_CORES = 4
export LEC_CHECK = 1
export CORE_AREA = 10 10 70 70
export DIE_AREA = 0 0 80 80
```

==> results.py <==
# Physical implementation metrics
metrics = {
    "final_timing": {
        "min_setup_slack_post_route_ns": 0.1200,
        "post_layout_period_usage_pct": 96.13,
        "finalSetupViolations": 0,
        "timing.fmax_ghz": 0.3356,
        "timing.final.max_slew_violations": 0,
        "whs_ns": 0.9771,
        "final_period_minus_worst_setup_slack_ns": 2.980,
        "rsz_0062_raised_after_global_routing": "no",
        "timing.final.hold_violations": 0,
    },
    "routing": {
        "drt_pre_antenna_iters": 1,
        "postRouteWirelength_um": 661,
        "wl_per_cell_um": 6.814,
        "via_count": 240,
        "route.detailed.vias_per_inst": 2.474,
        "drt-initial-drc-count": 0,
        "postRouteAntennaNets": 0,
        "diodes": 0,
        "detail_route.drc_violations": 0,
    },
    "critical_path": {
        "critPathCaptureType": "flop",
        "cp_slowest_cell": "sky130_fd_sc_hd__fa_1",
        "timing.critical_path.arrival_ns": 3.10,
        "critPathMaxStageDelay_ns": 0.50,
        "worst_path_most_repeated_cell": "sky130_fd_sc_hd__fa_1",
        "critical_path_class": "in -> reg",
        "kind_of_start_point_of_the_critical_path": "input pin",
        "critical_path.cell_chain": "clkdlybuf4s15_1, fa_1, inv_1, fa_1, fa_1, inv_1, ha_2, inv_2, fa_2, xnor2_1, and2_1",
        "cpLargestDelayFamily": "adder cells",
        "cp_num_buf_inv": 4,
        "worstSetupStartpoint": "i_input_enable[3]",
        "worst-path-max-fanout": 2,
        "critPathRequiredTime_ns": 3.22,
    },
    "hold_path": {
        "timing.hold.worst_path_depth": 3,
        "timing.hold.worst.class": "in -> reg",
        "hp-start": "i_rst_n",
        "whs_endpoint": "counted_ones[3]$_SDFF_PN0_",
    },
    "synth": {
        "edf_count": 0,
        "synthDistinctLibCells": 14,
        "post-synth-top-count-cell": "sky130_fd_sc_hd__inv_1",
        "ys_seq_share_pct": 22.70,
        "syn_inst": 39,
        "yosys.area.top_type_share_pct": 22.70,
        "postSynth.topFlopCell": "sky130_fd_sc_hd__dfxtp_1",
        "synth.top_cells.by_count": "sky130_fd_sc_hd__inv_1 (10), sky130_fd_sc_hd__buf_4 (6), sky130_fd_sc_hd__dfxtp_1 (4), sky130_fd_sc_hd__fa_1 (4), sky130_fd_sc_hd__ha_1 (3)",
        "yosys_warnings": 1,
        "synthArstFlopShare_pct": 0,
        "top_cells_by_area": "sky130_fd_sc_hd__dfxtp_1 (23%), sky130_fd_sc_hd__fa_1 (23%), sky130_fd_sc_hd__buf_4 (13%), sky130_fd_sc_hd__ha_1 (11%), sky130_fd_sc_hd__inv_1 (11%)",
        "synth_area_um2": 352.8,
        "yosysChipArea_um2": 352.8,
        "synth_stat.cells": 39,
        "synth.largest_area_cell": "sky130_fd_sc_hd__dfxtp_1",
        "ys.flops": 4,
        "post_synth.cell_area_avg_um2": 9.047,
    },
    "global_routing": {
        "grt_max_degree": 5,
        "grt_util_met3_pct": 1.364,
        "wire_length_of_the_first_global_routing_pass_um": 1083,
        "antenna_found_initial": 0,
        "leftover_overflow_at_the_end_of_global_routing": 0,
        "grt_util_all_layers_pct": 2.073,
        "global_route.peak_usage_layer": "met1",
        "gr-usage-met2_pct": 2.648,
        "grt_util_met1_pct": 2.705,
        "first_global_vias": 271,
    },
    "status": {
        "outcome": "finished clean",
    },
    "power": {
        "power_leakage_nw": 0.2420,
        "sequentialPowerShare_pct": 30.0,
        "sw_frac_of_total_pct": 27.05,
        "share_clk_of_total_power_pct": 27.7,
        "power.switching_mw": 0.06239,
        "p_int_mw": 0.1683,
        "vdd.ir_drop.worst_mv": 0.1162,
        "power.share.combinational_pct": 42.3,
        "areal_power_density_over_the_cells_mw_per_mm2": 449.7,
    },
    "layout": {
        "top_regs": "counted_ones (4)",
        "largest-register": "counted_ones",
        "layoutNonFillerInstCount": 97,
        "largest_reg_flops": 4,
        "areaGrowthSynthToFinish_pct": 45.39,
        "final_core_utilization_pct": 15.02,
        "fillers": 400,
        "seqCellArea_um2": 80.08,
        "logic_area_um2": 210.2,
        "final_layout_size_suffix_gt1_share_pct": 15.69,
    },
    "floorplanning": {
        "die_x_um": 80,
        "die_height_um": 80,
        "fp-row-count": 21,
        "top_level_ports": 18,
        "chip_area_mm2": 0.006400,
        "core-area_mm2": 0.003416,
        "core_util_floorplan_pct": 10.33,
    },
    "clock_tree": {
        "cts_setup_buffers": 0,
        "cts_buffer_depth": 2,
        "clk_pin_slew_worst_paths_ns": 0.04,
        "clkSinkCount": 4,
        "htreeDepth": 1,
        "cts_root_buffer": "sky130_fd_sc_hd__clkbuf_4",
        "cts_tree": "done",
        "numCtsBuffers": 3,
    },
    "placement": {
        "port-buffer-count": 11,
        "gp_congestion": 0.7551,
        "dp_slack_ns": -0.5004,
        "place_hpwl_um": 616.6,
        "place_inst": 94,
    },
    "run": {
        "timing.max_cap.violations": 0,
        "tool_warnings": 25,
    },
}
-- through the flow --
stage | total power [mW] | TNS [ns] | cell area (um^2)
floorplan | 0.1302 | 0 | 367.9
global placement | 0.1672 | -0.7938 | 490.5
global route | 0.2544 | 0 | 513.0
finish | 0.2307 | 0 | 513.0
CTS | 0.2389 | 0 | 513.0
detailed placement | 0.1690 | -0.9657 | 490.5
-- routing by layer --
metal,vias up,wire [um]
li1,125,-
met4,0,25
met5,-,0
met1,97,303
met3,3,88
met2,15,243
-- cells in the final DEF, fill, tap and decap left out, drive strengths merged --
master / instances
dfxtp: 4
nor2: 1
a21oi: 1
conb: 6
ha: 3
clkbuf: 3
nand2: 1
xnor2: 1
clkdlybuf4s50: 8
inv: 10
buf: 1
and2: 2
a211o: 2
nor2b: 2
fa: 4
clkdlybuf4s15: 2
-- power groups by stage --
stage	sequential [mW]	clock, mW	combinational, mW
after CTS	0.0692	0.0676	0.102
after global routing	0.0707	0.0673	0.116
final	0.0692	0.0638	0.0977
-- area by class of cell --
cell class	count	share of cell area, %
Clock buffer	3	4.390
Inverter	10	7.317
Multi-Input combinational cell	23	40.98
Sequential cell	4	15.61
Tap cell	46	11.22
Timing Repair Buffer	11	20.49
-- cells by family (layout without fill, tap and decap cells) --
| logic type | count (synthesis) | after routing | share of synthesized area [%] |
|---|---|---|---|
| AOI/OAI and AO/OA | 3 | 3 | 6.737 |
| xor gates and xnor gates | 1 | 1 | 2.483 |
| adders and majority gates | 7 | 7 | 33.34 |
| buffers and inverters | 16 | 24 | 23.40 |
| DFF | 4 | 4 | 22.70 |
| other | 2 | 6 | 2.128 |
| and+or+nand+nor | 6 | 6 | 9.217 |
-- worst max-delay path by stage --
| stage | end | slack (ns) | cells after the start |
|---|---|---|---|
| CTS | counted_ones[2]$_SDFF_PN0_ | 0.007 | 11 |
| finish | counted_ones[2]$_SDFF_PN0_ | 0.12 | 11 |
| global route | counted_ones[2]$_SDFF_PN0_ | 0.02 | 11 |
-- timing repair --
action,4_1_cts,5_1_grt
pin swaps,6,4
resized,11,0
endpoints found under the setup margin,2,2
hold buffers,0,0
Power figures rest on the tool's default switching activity, not on a simulated workload.
