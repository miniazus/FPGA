### ./config.mk
export PLATFORM = sky130hd
export DESIGN_NAME = RoundRobin_Selection
export DESIGN_NICKNAME = RoundRobin_Selection
export VERILOG_FILES = /design/flow/design.v
export SDC_FILE = /design/flow/constraint.sdc
export NUM_CORES = 4
export LEC_CHECK = 1
export CORE_UTILIZATION = 40
### ./constraint.sdc
current_design RoundRobin_Selection

set clk_period 30.9
set clk_io_pct 0.2

create_clock -name clk0 -period $clk_period [get_ports {i_clk}]

set non_clock_inputs [all_inputs -no_clocks]
set_input_delay [expr $clk_period * $clk_io_pct] -clock clk0 $non_clock_inputs
set_output_delay [expr $clk_period * $clk_io_pct] -clock clk0 [all_outputs]
### ./design.v
module RoundRobin_Selection #(
    parameter int UPTO = 100
)
(
    input  logic            i_clk,
    input  logic            i_rst_n,
    input  logic            i_ena,
    input  logic [UPTO-1:0] i_input_enable,
    output logic [UPTO-1:0] o_select  
);
    logic [UPTO-1:0] idx_ff, idx_com;
    always_ff @ (posedge i_clk) begin
        if (!i_rst_n) begin
            idx_ff <= '0;
        end
        else begin
            if (i_ena) begin
                idx_ff <= idx_com;
            end
        end
    end
    logic [UPTO-1:0] BitMasked_gt_idx_ff;
    logic [UPTO-1:0] ListOfIdx_gt_idx_ff;
    always_comb begin
        BitMasked_gt_idx_ff = -(idx_ff << 1);
        ListOfIdx_gt_idx_ff = BitMasked_gt_idx_ff & i_input_enable;
        idx_com = '0;
        if (|ListOfIdx_gt_idx_ff) begin
            idx_com = ListOfIdx_gt_idx_ff & (-ListOfIdx_gt_idx_ff);
        end
        else begin
            idx_com = i_input_enable & (-i_input_enable);
        end
    end
    assign o_select = idx_ff;
endmodule
### ./run.sh
#!/bin/bash
# OpenROAD 26Q1-2900-gdf79404cd8, Yosys 0.63+post, stock flow scripts
make -C /OpenROAD-flow-scripts/flow DESIGN_CONFIG=/design/flow/config.mk WORK_HOME=/design/flow/orfs finish
==> qor.txt <==
FMAX - 85.28 MHz
Remaining DRCs - 0
worst reg-to-reg path cell count - 14
last element of the critical path - idx_ff[42]
Syn Area/Cell - 7.110 sq um
RSZ-0062 raised after global routing - false
initial antenna violation count - 1
unique cell type count in the Yosys netlist - 83
drt pass-1 iters - 5
largest net degree at the start of global routing - 53
clk slew on worst S/H paths - 0.08 ns
HP Start - idx_ff[65]
layout cell share with drive strength beyond 1 - 6.093%
registers with the most flip-flops - idx_ff x100
tool warning count - 25
number of enable flip-flop cells - 0
GP Congestion - 0.9631
Crit Reg-Reg Startpoint - idx_ff[0]
GRT Total Usage - 32.50%
Core ar. - 0.02264 sq mm
std cell rows - 55
Hold Crit Class - flop to flop
post-CTS sizing - 0
cell taking the most area after synthesis - dfxtp_1
synth top area cells - dfxtp_1 (22%), nand2_1 (5.4%), o21ai_0 (5.3%)
hold_buf cts - 0
CP Capture Type - flop
Mapped Cells - 1302
Slew HR - 32.28%
H-tree levels - 3
antenna-violating nets left - 0
Sink Count - 100
DR vias - 11230
max cap viols - 0
postcts setup bufs - 0
asr flop ratio synth - 0%
Final Cycle Share - 37.95%
Wirelength per Cell - 21.50 um
CP max FO - 31
vertical die size - 154.1 um
yosys stat area - 0.009258 sq mm
Final Routed Wirelength - 37.89 mm
most flop-heavy register - idx_ff
area share, top type - 21.62%
Synth Cell Area - 0.009258 sq mm
# setup viols final - 0
top cells by count - nand2_1 (132), dfxtp_1 (100), o21ai_0 (98)
setup slack, reg-to-reg - 24.18 ns
Yosys reg bits - 100
slew at the pin closest to its max-slew limit - 1.007 ns
outcome - completed
Critical Path Start - i_input_enable[1]
max FFs per register - 100
number of port buffers - 202
Core Util, Final - 51.96%
CP Data Required Time - 31.17 ns
diode count - 0
Top Ports - 203
CTS tree - built
HPWL after detailed placement - 28.46 mm
Final Hold Fails - 0
main flop type - dfxtp_1
most frequent cell after synthesis - nand2_1
vias in the first global route - 10350
kind of critical path - input pin to flop
yosys stat cell total - 1302
chip area - 0.02376 sq mm
grt ovf - 0
synthesis warning total - 1
Seq share, synth - 21.62%
clk latency of the worst-skew pair - 0.36 ns
CTS Buf Count - 9
Area Growth Syn to Fin - 27.08%
First DRT Iteration DRCs - 946
Final Max Tran Viols - 0
Worst Path Arrival - 12.00 ns
post-layout minimum cycle time - 11.73 ns
Pleak - 3.814 nW
clk_skew - 0.009213 ns
reg-to-reg critical path endpoint - idx_ff[42]
Initial Util - 40.89%
Vias/cell - 6.371
global-route wire length before repair - 59.39 mm
DIE WIDTH - 154.1 um
Fin Setup TNS - 0 ns
Worst setup SP type - input pin
CTS Buffer Depth - 2
Worst IR Drop VDD - 0.00002913 V
Root Buffer - clkbuf_16
pwr/cell area - 30.68 mW/mm^2
-- power by group --
part / internal (mW) / switching [mW]
clock network: 0.0627 / 0.0564
logic: 0.0431 / 0.0591
registers: 0.132 / 0.00730
-- layout by cell type, fill, tap and decap left out, drive strengths merged, types with 6 or more instances in the layout --
cell,Yosys,final
a22oi,20,20
or3,47,47
buf,17,21
inv,25,25
nor4b,13,13
or4,38,38
a41oi,7,7
nor3,91,91
o31ai,17,17
and2,8,8
nand4b,23,23
clkbuf,45,11
nor2,90,90
nand3b,9,9
or4b,6,6
nor4,72,72
a31oi,41,41
nand2,133,133
and3,12,12
o211ai,7,7
o41ai,7,7
or2,17,17
o21ai,100,100
xor2,9,9
nor2b,11,11
xnor2,33,33
a21oi,36,36
o22ai,6,6
dfxtp,100,100
nand2b,32,32
nand4,47,47
nand3,79,79
clkdlybuf4s50,0,200
mux2,9,9
mux2i,20,20
nor3b,21,21
-- stage by stage --
step	instances	area [sq um]	power [mW]	setup slack, ns	hold WS (ns)
after CTS	1762	11770	0.3616	19.21	0.5295
after floorplan	1302	9258	0.1957	21.01	0.4153
final	1762	11770	0.3609	19.17	0.5306
after global routing	1762	11770	0.3771	18.73	0.5627
after detailed placement	1746	11480	0.2423	18.85	0.5183
after global placement	1746	11480	0.2426	19.02	0.5161
-- critical path, stage by stage --
cell and delay, ns:
clkdlybuf4s50_1 0.50, a222oi_1 0.53, o211ai_1 0.23, a2111oi_0 0.72
nand3_1 0.36, or4_1 0.71, a21oi_1 0.50, nand4_2 0.38
nor3_4 0.73, buf_4 0.54, nand2_2 0.28, o41ai_2 0.32
-- layout make-up --
cell class                      instances  area, sq um
Inverter                               25        93.84
Timing Repair Buffer                  221         2157
Sequential cell                       100         2002
Tap cell                              285        356.6
Clock buffer                           11        232.7
Clock inverter                          5        52.55
Multi-Input combinational cell       1115         6870
Fill cell                            2194        10880
-- metal layers --
metal / vias up / track usage [%] / wire length (um)
met5: - / 0 / 11
met4: 2 / 7.286 / 935
met3: 74 / 6.403 / 3427
met2: 547 / 49.61 / 16770
met1: 5203 / 47.81 / 16750
li1: 5399 / - / -
-- kinds of logic (layout without fill, tap and decap cells) --
| kind of cell | Yosys count | in the layout | share of synthesized area [%] |
|---|---|---|---|
| AND/OR/NAND/NOR | 767 | 767 | 47.88 |
| multiplexers | 29 | 29 | 3.257 |
| adder cells (fa/ha/maj) | 1 | 1 | 0.1351 |
| XOR/XNOR | 42 | 42 | 3.974 |
| AND-OR/OR-AND | 276 | 276 | 18.80 |
| buffers and inverters | 87 | 262 | 4.325 |
| flip-flops | 100 | 100 | 21.62 |
-- how the worst min path moves through the flow --
| stage | endpoint | depth (start not counted) |
|---|---|---|
| CTS | idx_ff[65] | 2 |
| global route | idx_ff[65] | 2 |
| finish | idx_ff[65] | 2 |
No activity file was given, so power comes from the tool's default toggle rates.
