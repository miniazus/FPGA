File: flow/run.sh
#!/bin/bash
# OpenROAD 26Q1-2900-gdf79404cd8, Yosys 0.63+post, stock flow scripts
make -C /OpenROAD-flow-scripts/flow DESIGN_CONFIG=/design/flow/config.mk WORK_HOME=/design/flow/orfs finish
File: flow/config.mk
export PLATFORM = sky130hd
export DESIGN_NAME = simple_fifo_anysize
export DESIGN_NICKNAME = simple_fifo_anysize
export VERILOG_FILES = /design/flow/design.v
export SDC_FILE = /design/flow/constraint.sdc
export NUM_CORES = 4
export LEC_CHECK = 1
export CORE_UTILIZATION = 40
File: flow/constraint.sdc
current_design simple_fifo_anysize

set clk_period 4.4
set clk_io_pct 0.2

create_clock -name clk0 -period $clk_period [get_ports {i_clk}]

set non_clock_inputs [all_inputs -no_clocks]
set_input_delay [expr $clk_period * $clk_io_pct] -clock clk0 $non_clock_inputs
set_output_delay [expr $clk_period * $clk_io_pct] -clock clk0 [all_outputs]
File: flow/design.v
module simple_fifo_anysize #(
    parameter int FIFO_SIZE    = 8,
    parameter int DATA_WIDTH   = 16,
    parameter int FIFO_SIZE_WIDTH = $clog2(FIFO_SIZE + 1),
    parameter int FIFO_PTR_WIDTH  = $clog2(FIFO_SIZE)
)
(
    input  logic i_clk, i_ena, i_rst_n, i_rd_req, i_wr_req,
    input  logic [DATA_WIDTH-1:0] i_data,
    output logic [DATA_WIDTH-1:0] o_data,
    output logic o_full, o_empty, o_ready, o_valid,
    output logic [FIFO_SIZE_WIDTH-1:0] o_current_sz
);
    logic [DATA_WIDTH-1:0] fifo_mem [FIFO_SIZE];
    logic [FIFO_SIZE_WIDTH-1:0] fifo_count;
    logic [FIFO_PTR_WIDTH -1:0] rd_ptr, wr_ptr;  
    assign o_current_sz = fifo_count;
    assign o_full       = (fifo_count == FIFO_SIZE);
    assign o_empty      = (fifo_count == 0);
    assign o_ready      = !o_full;
    logic do_read, do_write;
    assign do_read  = i_rd_req && !o_empty;  
    assign do_write = i_wr_req && !o_full;   
    always_ff @ (posedge i_clk) begin
        if (i_rst_n == 0) begin
            rd_ptr      <= '0;
            wr_ptr      <= '0;
            fifo_count  <= '0;
            o_data      <= '0;
            o_valid     <= 1'b0;
        end
        else begin
            if (i_ena) begin
                if (do_read) begin
                    o_data  <= fifo_mem[rd_ptr];
                    o_valid <= 1'b1;
                    if (rd_ptr == FIFO_SIZE-1) begin
                        rd_ptr <= 0;
                    end
                    else begin
                        rd_ptr  <= rd_ptr + 1;
                    end
                end
                else begin
                    o_valid <= 1'b0;
                end
                if (do_write) begin
                    fifo_mem[wr_ptr] <= i_data;
                    if (wr_ptr == FIFO_SIZE-1) begin
                        wr_ptr <= 0;
                    end
                    else begin
                        wr_ptr  <= wr_ptr + 1;
                    end
                end
                if (do_read && !do_write) begin
                    fifo_count <= fifo_count - 1;
                end
                else if (!do_read && do_write) begin
                    fifo_count <= fifo_count + 1;
                end
            end
        end
    end
endmodule
==> flow_results.org <==
#+TITLE: Synthesis and PnR summary

** Status
- Run status :: finished clean

** Yosys
- A synthesized cell averages 17.7 sq um.
- Ranked by total cell area, the synthesized netlist is headed by edfxtp_1 (64%), mux4_2 (12%), dfxtp_1 (9.0%).
- The netlist uses 36 different library cells.
- Number of cell instances after yosys synthesis :: 341
- Async SR Flop Fraction :: 0%
- The largest total area in the synthesized netlist belongs to edfxtp_1.
- Warnings reported by Yosys during synthesis add up to 1.
- Synth Flop Type :: edfxtp_1
- Fraction of synthesized cell area taken by the top area cell type :: 63.8%
- The synthesis stat section lists a flop and latch total of 155.
- The chip area line in the Yosys stat output reads 6020 sq um.
- Fraction of the yosys area taken by sequential cells :: 72.8%
- In this run the cell area of the synthesized design comes to 6020 sq um.
- Post-Synthesis Cells :: 341
- Yosys mapped a number of flops with a built-in enable equal to 128.

** Floorplanning
- Initial Util :: 41.3%
- Count of pins on the block boundary :: 45
- CORE AREA :: 14600 sq um
- Row count :: 44
- The die is 125 microns wide.
- The die covers 15600 sq um.
- DIE HEIGHT :: 125 microns

** Final timing
- Slew @ Worst Pin :: 0.749 ns
- The worst path uses 63.7% of the clock period.
- Shortest clock period the worst path allows after layout :: 2.80 ns
- The worst pin sits at a relative slew slack of 50.0%.
- Number of hold violations in the final report :: 0
- Clock skew after layout :: 0.00634 ns
- Highest clock frequency the design can meet :: 0.357 GHz
- Summed over all failing endpoints, the final setup total negative slack is 0 ns.
- For this run, the final setup violation count is recorded as 0.
- After layout, the worst setup slack is 1.60 ns.
- Pins over their slew limit in the final report were tallied at 0.
- Unrepaired setup endpoints after global routing :: false

** Route
- The count of nets left with antenna violations once routing finished came out at 0.
- Final wirelength :: 11.3 mm
- The routed design ends up with an antenna cell count of 0.
- DRC errors left :: 0
- Number of vias per cell after detailed routing :: 5.39
- After the first detailed-routing iteration, the DRC count stood at 115.
- Per the detail_route report, routed wire per instance is 19.0 microns.
- Number of search-and-repair iterations in the first detailed-routing pass :: 4
- Total number of vias :: 3205

** Global routing
- Via count of the first global-routing pass :: 3425
- The number of antenna violations at the first check in global routing is 0.
- The first global-routing pass estimated 18.1 mm of wire.
- Maximum number of pins on one net before global-route repair :: 35
- Total global-route track usage over all layers is 16.5%.
- Recorded from the global router log, the overflow total was 0.

** Finish
- Final design area excluding fillers :: 7320 sq um
- Area growth from synthesis to final layout :: 21.5%
- Per the final layout report, the fraction of cells sized above drive strength 1 comes to 21.2%.
- For this run, the share of the core covered by cells in the final layout is 50.2%.
- Top library cells by usage in the layout, fill and taps aside :: edfxtp_1 (128), nand2_1 (45), clkdlybuf4s50_1 (44)
- The most common logic cell in the final layout is edfxtp_1.

** Worst setup path
- Data required time of the worst path :: 3.52 ns
- CP Max Fanout :: 5
- For reference, the critical path is launched at fifo_count[0]$_SDFFE_PN0P_.
- The worst-case reg-to-reg setup slack stands at 1.97 ns.
- Register-to-Register Path Depth :: 8
- In this run the critical register-to-register path is captured at fifo_count[3]$_SDFFE_PN0P_.
- Critical path data arrival time :: 1.92 ns
- The worst setup path is captured at a primary output.
- Category of the most critical setup path :: reg2out
- STA classifies the critical path startpoint as a register.
- Startpoint of the most critical register-to-register path :: fifo_count[3]$_SDFFE_PN0P_
- Per STA, the endpoint of the critical path is o_full.

** CTS
- As reported, the later end of the worst-skew pair has a clock insertion delay of 0.42 ns.
- Once the clock tree was built, the resizer swapped 0 gates to a different size.
- After clock tree synthesis, the flow added hold-fix buffers numbering 0.
- Clock sink count :: 155
- The clock H-tree reported by CTS has 4 levels.
- In this run the deepest clock path goes through 2 buffers.
- TritonCTS built the clock tree.
- In the CTS report, the clock slew at the register clock pins of the worst setup and hold paths is listed as 0.06 ns.
- Root Buffer :: clkbuf_16
- Once the clock tree was built, the setup fixing pass inserted 0 buffers.
- CTS buffer count :: 17

** Flow run
- Across all stage logs, warnings added up to 25.
- Number of max-capacitance violations reported :: 0

** Min path
- Launch point of the worst hold path :: o_valid$_SDFFE_PN0P_
- STA reports the tightest min-delay check as being of type reg2reg.

** Place
- Detail Placement HPWL :: 6.67 mm
- The post-placement cell area is 6710 sq um.
- Pre-CTS worst setup slack :: 1.27 ns
- Number of port buffers :: 44
- Routability congestion estimate :: 0.736

** Power and ir drop
- In this run the static leakage power is 2.40 nW.
- Highest ir drop seen on vdd :: 0.000255 V
- Total power draw :: 3.37 mW
- For this design the ratio of total power to cell area is 461 nW/um^2.
kinds of logic after synthesis:
group	count (synthesis)	share of synthesized area, %
adder cells (fa/ha/maj)	8	1.79
XOR/XNOR	2	0.291
buffers and inverters	26	2.41
AND-OR/OR-AND	40	4.11
flip-flops	155	72.8
AND/OR/NAND/NOR	73	5.84
multiplexers	37	12.8
per-layer routing:
layer,track usage (%),up-vias,share of wire [%]
met5,0,-,0
met4,2.20,0,1.5
met3,9.37,16,10
met2,24.1,152,47
met1,24.1,1588,41
li1,-,1449,-
power breakdown:
part | internal, mW | switching (mW) | leakage (nW) | total (mW)
Sequential | 1.62 | 0.0337 | 1.37 | 1.65
Clock | 0.936 | 0.540 | 0.285 | 1.48
Combinational | 0.144 | 0.0999 | 0.741 | 0.244
worst min path at each step:
stage | endpoint | slack, ns | cells past startpoint
finish | o_valid$_SDFFE_PN0P_ | 0.49 | 2
global route | o_valid$_SDFFE_PN0P_ | 0.51 | 2
CTS | o_valid$_SDFFE_PN0P_ | 0.49 | 2
cell usage after synthesis (all sizes together) (3+ instances only):
master / n
nor3: 4
nor2: 3
dfxtp: 27
nand2: 45
a21boi: 5
mux2i: 5
o21ai: 16
inv: 6
nand3: 3
nor2b: 4
edfxtp: 128
a31oi: 16
clkbuf: 8
buf: 12
ha: 7
mux4: 32
flip-flops by register name (all words and copies together), names as in the netlist:
signal      cells
fifo_mem      128
fifo_count      4
o_data         16
rd_ptr          3
wr_ptr          3
o_valid         1
critical path: stages (launching register included):
cell and delay [ns]:
dfxtp_1 0.34, or4b_1 0.63, inv_1 0.08, clkdlybuf4s50_1 0.45
stage by stage:
step | hold WS (ns) | std cells
finish | 0.490 | 595
detailed placement | 0.481 | 563
global placement | 0.478 | 563
floorplan | 0.442 | 341
CTS | 0.491 | 595
global route | 0.510 | 595
area by class of cell:
class                   instances  area [sq um]
clock buffers                  17           425
clock inverters                15           180
fillers                      1156          7270
inverters                       6          22.5
multi-input cells             160          1530
flip-flops and latches        155          4390
well taps                     184           230
repair buffers                 58           546
Power and IR drop assume default switching activity.
